<file path="flow/run.sh">
#!/bin/bash
# OpenROAD 26Q1-2900-gdf79404cd8, Yosys 0.63+post, stock flow scripts
make -C /OpenROAD-flow-scripts/flow DESIGN_CONFIG=/design/flow/config.mk WORK_HOME=/design/flow/orfs finish
</file>
<file path="flow/config.mk">
export PLATFORM = sky130hd
export DESIGN_NAME = apb3_to_apb3
export DESIGN_NICKNAME = apb3_to_apb3
export VERILOG_FILES = /design/flow/design.v
export SDC_FILE = /design/flow/constraint.sdc
export NUM_CORES = 4
export LEC_CHECK = 1
export CORE_UTILIZATION = 40
</file>
<file path="flow/constraint.sdc">
current_design apb3_to_apb3

set clk_period 4.8
set clk_io_pct 0.2

create_clock -name clk0 -period $clk_period [get_ports {clk_a}]
create_clock -name clk1 -period $clk_period [get_ports {clk_b}]

set non_clock_inputs [all_inputs -no_clocks]
set_input_delay [expr $clk_period * $clk_io_pct] -clock clk0 $non_clock_inputs
set_output_delay [expr $clk_period * $clk_io_pct] -clock clk0 [all_outputs]
</file>
<file path="flow/design.v">
module apb3_to_apb3
#(
	parameter A_WIDTH    = 32,
	parameter RD_WIDTH   = 32,
	parameter WD_WIDTH   = 32,
	parameter ACK_WIDTH  = 3,
	parameter REQ_WIDTH  = 3,
	parameter SYNC_MODE  = 0
)
(
	input						clk_a,
	input						prst_n_a,
	input						penable_a,
	input						pwrite_a,
	input						psel_a,
	input[A_WIDTH-1:0]       			paddr_a,
	output[RD_WIDTH-1:0]	                	prdata_a,
	input[WD_WIDTH-1:0]		        	pwdata_a,
	output						pready_a,
	input						clk_b,
	input						prst_n_b,
	output						penable_b,
	output						pwrite_b,
	output						psel_b,
	output[A_WIDTH-1:0]			        paddr_b,
	input[RD_WIDTH-1:0]       			prdata_b,
	output[WD_WIDTH-1:0]	                 	pwdata_b,
	input						pready_b
);
generate
if( SYNC_MODE == 1)
begin : sync_mode_apb
	assign	penable_b	= penable_a;
	assign	pwrite_b	= pwrite_a;
	assign	psel_b		= psel_a;
	assign	paddr_b		= paddr_a;
	assign	prdata_a	= prdata_b;
	assign	pwdata_b	= pwdata_a;
	assign	pready_a	= pready_b;
end
else
begin : async_mode_apb
apb3_to_apb3_cdc
#(
	.A_WIDTH		(A_WIDTH),
	.RD_WIDTH		(RD_WIDTH),
	.WD_WIDTH		(WD_WIDTH),
	.ACK_WIDTH		(ACK_WIDTH),
	.REQ_WIDTH		(REQ_WIDTH)
)
apb3_to_apb3_cdc
(
	.clk_a			(clk_a		),
	.prst_n_a		(prst_n_a	),
	.penable_a		(penable_a	),
	.pwrite_a		(pwrite_a	),
	.psel_a			(psel_a		),
	.paddr_a		(paddr_a	),
	.prdata_a		(prdata_a	),
	.pwdata_a		(pwdata_a	),
	.pready_a		(pready_a	),
	.clk_b			(clk_b		),
	.prst_n_b		(prst_n_b	),
	.penable_b		(penable_b	),
	.pwrite_b		(pwrite_b	),
	.psel_b			(psel_b		),
	.paddr_b		(paddr_b	),
	.prdata_b		(prdata_b	),
	.pwdata_b		(pwdata_b	),
	.pready_b		(pready_b	)
);
end
endgenerate
endmodule
module apb3_to_apb3_cdc
#(
        parameter A_WIDTH    = 32,
        parameter RD_WIDTH   = 32,
        parameter WD_WIDTH   = 32,
        parameter ACK_WIDTH  = 3,
        parameter REQ_WIDTH  = 3
)
(
        input                                           clk_a,
        input                                           prst_n_a,
        input                                           penable_a,
        input                                           pwrite_a,
        input                                           psel_a,
        input[A_WIDTH-1:0]                              paddr_a,
        output[RD_WIDTH-1:0]                            prdata_a,
        input[WD_WIDTH-1:0]                             pwdata_a,
        output                                          pready_a,
        input                                           clk_b,
        input                                           prst_n_b,
        output                                          penable_b,
        output                                          pwrite_b,
        output                                          psel_b,
        output[A_WIDTH-1:0]                             paddr_b,
        input[RD_WIDTH-1:0]                             prdata_b,
        output[WD_WIDTH-1:0]                            pwdata_b,
        input                                           pready_b
);
reg     req_a;
wire    ack_a;
wire    latch_a = psel_a & ~penable_a;
reg[RD_WIDTH-1:0]       prdata;  
reg[RD_WIDTH-1:0]       prdata_latched_a;        
always@(posedge clk_a, negedge prst_n_a)
begin
        if( ~prst_n_a )
                req_a <= 1'b0;
        else if( latch_a )
                req_a <= 1'b1;
        else if( ack_a )
                req_a <= 1'b0;
end
assign  pready_a = ~req_a;
reg[A_WIDTH+WD_WIDTH+1-1:0]     payload_a;
always@(posedge clk_a, negedge prst_n_a)        
begin
        if(~prst_n_a)
          payload_a <= {(A_WIDTH+WD_WIDTH+1){1'b0}};
        else if( latch_a ) 
          payload_a <= {paddr_a,pwdata_a,pwrite_a};
end
always@(posedge clk_a, negedge prst_n_a)        
begin
        if(~prst_n_a)
          prdata_latched_a <= {(RD_WIDTH){1'b0}}; 
        else if( ack_a ) 
         prdata_latched_a <= prdata;
end
assign  prdata_a = prdata_latched_a;
wire                            req_b;
reg                             ack_b;
wire                            latch_payload_b;
req_ack_cdc
#(
        .ACK_WIDTH              (ACK_WIDTH),
        .REQ_WIDTH              (REQ_WIDTH)
)
cpu_req_ack_cdc_inst
(
        .clk1   (clk_a          ),
        .rstn_1 (prst_n_a       ),
        .req_i  (req_a          ),
        .ack_o  (ack_a          ),
        .clk2   (clk_b          ),
        .rstn_2 (prst_n_b       ),
        .req_o  (req_b          ),
        .ack_i  (ack_b          ),
        .pre_req_o(latch_payload_b)
);
reg    data_phase_b;
assign  penable_b = data_phase_b;
wire    prdata_valid_b = pready_b & data_phase_b;
wire    prdata_latch = prdata_valid_b;
always@(posedge clk_b, negedge prst_n_b)
begin
        if( ~prst_n_b )
                ack_b <= 1'b0;
        else
                ack_b <= prdata_valid_b;
end
always@(posedge clk_b, negedge prst_n_b)
begin
        if( ~prst_n_b )
                data_phase_b <= 1'b0;
        else if( req_b & ~data_phase_b & ~ack_b)
                data_phase_b <= 1'b1;
        else if( pready_b )
                data_phase_b <= 1'b0;
end
always@(posedge clk_b, negedge prst_n_b) 
begin
        if(~prst_n_b)
          prdata <={(RD_WIDTH){1'b0}};
        else if( prdata_latch ) 
          prdata <= prdata_b;
end
reg[A_WIDTH+WD_WIDTH+1-1:0]     payload_b;
always@(posedge clk_b, negedge prst_n_b)        
begin
        if( ~prst_n_b )
          payload_b <= {(A_WIDTH+WD_WIDTH+1){1'b0}};
  else if( latch_payload_b ) 
    payload_b <= payload_a;
end
assign  {paddr_b,pwdata_b,pwrite_b} = payload_b;
assign  psel_b = req_b & ~ack_b;
endmodule
module req_ack_cdc
#(
	parameter ACK_WIDTH  = 3,
	parameter REQ_WIDTH  = 3
)
(
	input		clk1,
	input		rstn_1,
	input		req_i,
	output		ack_o,
	input		clk2,
	input		rstn_2,
	output	reg	req_o,
	input		ack_i,
	output		pre_req_o	 
);
wire	rstn_1_dft = rstn_1;
wire	rstn_2_dft = rstn_2;
reg		req_i_d;
always@(posedge clk1, negedge rstn_1_dft)
begin
	if( ~rstn_1_dft )
		req_i_d <= 1'b0;
	else if( req_i & ~req_i_d )
		req_i_d <= 1'b1;
	else if( ack_o )
		req_i_d <= 1'b0;
end
wire	req_i_start = req_i & ~req_i_d;
reg		ack_i_cdc;
reg[ACK_WIDTH-1:0]		ack_o_cdc_d;
always@(posedge clk1, negedge rstn_1_dft)
begin
	if( ~rstn_1_dft )
		ack_o_cdc_d <={(ACK_WIDTH){1'b0}};
	else
		ack_o_cdc_d <= {ack_o_cdc_d[ACK_WIDTH-2:0],ack_i_cdc};
end
reg		req_i_cdc;
always@(posedge clk1, negedge rstn_1_dft)
begin
	if( ~rstn_1_dft )
		req_i_cdc <= 1'b0;
	else if( req_i_start )
		req_i_cdc <= 1'b1;
	else if( ack_o_cdc_d[ACK_WIDTH-2] )
		req_i_cdc <= 1'b0;
end
assign	ack_o = ack_o_cdc_d[ACK_WIDTH-1] && ~ack_o_cdc_d[ACK_WIDTH-2];
reg[REQ_WIDTH-1:0]  req_o_cdc_d;
always@(posedge clk2, negedge rstn_2_dft)
begin
	if( ~rstn_2_dft )
		req_o_cdc_d <= {(REQ_WIDTH){1'b0}};
	else
		req_o_cdc_d <= {req_o_cdc_d[REQ_WIDTH-2:0],req_i_cdc};
end
wire	req_o_start = req_o_cdc_d[REQ_WIDTH-2] & ~req_o_cdc_d[REQ_WIDTH-1];
assign	pre_req_o = req_o_start;
always@(posedge clk2, negedge rstn_2_dft)
begin
	if( ~rstn_2_dft )
		req_o <= 1'b0;
	else if( req_o_start )
		req_o <= 1'b1;
	else if( req_o & ack_i )
		req_o <= 1'b0;
end
always@(posedge clk2, negedge rstn_2_dft)
begin
	if( ~rstn_2_dft )
		ack_i_cdc <= 1'b0;
	else if( req_o & ack_i )
		ack_i_cdc <= 1'b1;
	else if( ~req_o_cdc_d[REQ_WIDTH-2] )
		ack_i_cdc <= 1'b0;
end
endmodule
</file>
==> flow_metrics.tcl <==
# yosys + openroad results
set metrics [dict create \
    outcome "complete, no violations" \
    required_ns 5.03 \
    drive_gt1_share_pct 36.1 \
    hp-class "flip-flop to flip-flop" \
    routabilityCongestion 0.799 \
    endpoint_kind "flip-flop" \
    antenna_found_initial 0 \
    diodes 0 \
    synthArstFlopShare_pct 100 \
    io_buffers 202 \
    top_cell_area_share_pct 63.8 \
    maxCapViolCount 0 \
    drt_iter0_drc 146 \
    dieArea_um2 20900 \
    rsz0062_at_grt "no" \
    yosysChipArea_um2 8110 \
    tool_warnings 26 \
    critPathArrivalTime_ns 2.86 \
    worst_slew_pin_slew_ns 0.841 \
    finalPower_mw 6.83 \
    fp_util_pct 41.3 \
    pin_count 204 \
    synth_top_cell_by_area "dfrtp_1" \
    path_clk_slew_ns 0.07 \
    grt_pass1_vias 4790 \
    ys_cells 438 \
    postCtsResizedCells 0 \
    cts_tree "done" \
    synth_cell_type_count 17 \
    finalSetupViolations 0 \
    hold_violations 0 \
    post_cts.repair.setup_buffers 0 \
    cts.sinks 207 \
    synthCells 438 \
    vias 4337 \
    netlist_area_um2 8110 \
    grt_usage_pct 17.8 \
    wl_per_cell_um 18.4 \
    grt_max_degree 46 \
    cp-start-kind "input pin" \
    yosys-top-cells-count "207 x dfrtp_1, 106 x mux2_4, 89 x mux2_2" \
    flop_cell "dfrtp_1" \
    row_count 51 \
    firstDrtPassIters 4 \
    ant_nets 0 \
    syn_avg_cell_area_um2 18.5 \
    synth-seq-cells 207 \
    finClkSkew_ns 0.00811 \
    drc_errors 0 \
    p_leak_nw 4.78 \
    drv_slew 0 \
    ir_worst_vdd_v 0.000271 \
    edf_count 0 \
    area_leaders "dfrtp_1 64%, mux2_4 20%, mux2_2 12%, buf_6 1.2%, buf_12 1.2%" \
    grt_pass1_wl_um 26700 \
    setup-tns-final_ns 0 \
    die_y_um 144 \
    yosysMostFrequentCell "dfrtp_1" \
    wirelength_um 17000 \
    postSynthSeqShare_pct 63.8 \
    grt_overflow 0 \
    max-slew-margin-rel_pct 43.8 \
    synthToLayoutAreaGrowth_pct 34.9 \
    core_um2 19700 \
    die_x_um 144 \
    critPathMaxFanout 45 \
    powerDensity_nw_per_um2 624 \
    worstSetupPathType "input pin to flip-flop" \
    dp.final_hpwl_um 11000 \
    vias_per_cell 4.69 \
    fin_hold_ws_ns 0.353 \
    cts_hold_buf 0 \
    yosysWarnings 2 \
]
[metal layers]
| metal | share of wire, % | up-vias | global-route usage, % |
|---|---|---|---|
| met5 | 0 | - | 0 |
| met4 | 1.8 | 0 | 2.83 |
| met3 | 6.3 | 17 | 5.29 |
| met2 | 48 | 116 | 26.9 |
| met1 | 44 | 2255 | 27.1 |
| li1 | - | 1949 | - |
[cell families (layout without fill, tap and decap cells)]
logic type             after synthesis  count (layout)  synth area share [%]
AOI/OAI and AO/OA                    4               4                 0.339
muxes                              195             195                  32.0
and+or+nand+nor                      7               7                 0.694
buffers and inverters               25             247                  3.16
DFF                                207             207                  63.8
[stage by stage]
| stage | cells | utilization (%) | cell area [um2] | setup slack (ns) |
|---|---|---|---|---|
| final | 925 | 55.7 | 10900 | 2.17 |
| after global routing | 925 | 55.7 | 10900 | 2.05 |
| after detailed placement | 893 | 52.5 | 10300 | 1.77 |
| after global placement | 893 | 52.5 | 10300 | 1.79 |
| after floorplan | 438 | - | 8110 | 2.98 |
| after CTS | 925 | 55.7 | 10900 | 2.15 |
[where the power goes]
part           switching [mW]  internal, mW
Sequential              0.375          2.45
Combinational           0.606          1.79
Clock                   0.655         0.958
Total                    1.64          5.20
[placed cells by master (no fill, tap or decap), drive strengths merged, types with 2 or more instances in the layout]
cell,count
buf,11
bufinv,4
clkbuf,26
clkdlybuf4s50,200
clkinv,2
dfrtp,207
inv,4
mux2,195
nor2b,4
[path summary, 6_finish.rpt]
kind,start,slack [ns],endpoint,cells past startpoint
worst max-delay path,psel_a,2.17,async_mode_apb.apb3_to_apb3_cdc.payload_a[10]$_DFFE_PN0P_,4
worst min-delay path,flip-flop,0.35,flip-flop,0
worst max register to register,flip-flop,2.57,async_mode_apb.apb3_to_apb3_cdc.payload_b[45]$_DFFE_PN0P_,3
worst min register to register,flip-flop,0.35,flip-flop,0
max in group clk1,flip-flop,2.57,async_mode_apb.apb3_to_apb3_cdc.payload_b[45]$_DFFE_PN0P_,3
max in group asynchronous,prst_n_a,3.34,async_mode_apb.apb3_to_apb3_cdc.payload_a[34]$_DFFE_PN0P_,2
min in group clk0,flip-flop,0.36,flip-flop,0
min in group asynchronous,prst_n_b,0.49,async_mode_apb.apb3_to_apb3_cdc.payload_b[52]$_DFFE_PN0P_,1
[sequential cells by signal (all words and copies together) (netlist names), named ones only]
name                                                          flops
async_mode_apb.apb3_to_apb3_cdc.payload_a                        65
async_mode_apb.apb3_to_apb3_cdc.data_phase_b                      1
async_mode_apb.apb3_to_apb3_cdc.ack_b                             1
async_mode_apb.apb3_to_apb3_cdc.payload_b                        65
async_mode_apb.apb3_to_apb3_cdc.prdata_latched_a                 32
async_mode_apb.apb3_to_apb3_cdc.cpu_req_ack_cdc_inst.req_i_d      1
async_mode_apb.apb3_to_apb3_cdc.cpu_req_ack_cdc_inst.req_o        1
async_mode_apb.apb3_to_apb3_cdc.req_a                             1
async_mode_apb.apb3_to_apb3_cdc.prdata                           32
[layout make-up]
class | instances | area (um2)
fillers | 1576 | 8700
repair buffers | 211 | 2100
clock inverters | 6 | 130
flip-flops and latches | 207 | 5180
inverters | 4 | 15.0
clock buffers | 26 | 510
multi-input cells | 206 | 2690
well taps | 265 | 332
[critical path: stages]
cell,delay (ns)
clkdlybuf4s50_1,0.45
nor2b_4,0.66
buf_12,0.37
mux2_2,0.38
Power is estimated from default activity; no workload was simulated.
